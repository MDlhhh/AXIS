==> design/flow/design.v <==
`timescale 1ns / 1ps
module axi_stream_insert_header #(
parameter DATA_WD = 32,
parameter DATA_BYTE_WD = DATA_WD / 8
) (
input clk,
input rst_n,
input valid_in,
input [DATA_WD-1 : 0] data_in,
input [DATA_BYTE_WD-1 : 0] keep_in,
input last_in,
output ready_in,
output reg valid_out,
output reg [DATA_WD-1 : 0] data_out,
output reg [DATA_BYTE_WD-1 : 0] keep_out,
output reg last_out,
input ready_out,
input valid_insert,
input [DATA_WD-1 : 0] header_insert,
input [DATA_BYTE_WD-1 : 0] keep_insert,
output ready_insert
);
reg [DATA_BYTE_WD-1 : 0]    reg_r1_keep_in   ;
reg [DATA_WD-1 : 0]         reg_r1_data      ;
reg                         reg_r1_last      ;
reg                         flag         ;
reg                         valid_r1     ;
wire                        ready_r1     ;
reg [DATA_WD-1 : 0]         reg_data_p2s     ;
reg [DATA_BYTE_WD-1 : 0]    reg_keep_in_p2s  ;
reg [DATA_BYTE_WD-1 : 0]    reg_last_p2s     ;
reg [8-1 : 0]               reg_data_r2      ;
reg                         flag_p2s     ;
reg                         flag_p2s_d1  ;
reg                         flag_p2s_d2  ;
reg                         flag_p2s_d3  ;
reg                         valid_r2     ;
reg                         last_r2      ;
wire                        wire_enbale_p2s   ;
wire                        ready_r2     ;     
reg [DATA_WD-1 : 0]         reg_data_r3      ;
reg [DATA_BYTE_WD-1 : 0]    reg_keep_out_r3  ;
reg [1:0]                   reg_last_posion  ;
reg [1:0]                   cnt_s2p      ;
reg [DATA_WD-1 : 0]         reg_data_s2p     ;
reg                         last_flag    ;
reg                         flag_s2p     ;
reg                         last_r3      ;        
reg                         valid_r3     ;
wire                        ready_r3     ;
assign ready_in = (~valid_r1 || ready_r1 ) & (~flag);
assign ready_insert = (~valid_r1 || ready_r1) & flag;
always @(posedge clk ) 
begin
    if (~rst_n) 
    begin
        flag <= 1;
    end
    else if (valid_insert & ready_insert)
    begin
        flag <= 0;
    end
    else if (valid_in & ready_in & last_in)
    begin
        flag <= 1;
    end
end
always @(posedge clk ) 
begin
    if (~rst_n) 
    begin
        valid_r1 <= 0;
    end 
    else 
    begin
        if (ready_insert) 
        begin
            valid_r1 <= valid_insert;
        end
        else if (ready_in)
        begin
            valid_r1 <= valid_in;
        end
    end    
end
always @(posedge clk ) 
begin
    if (~rst_n) 
    begin
        reg_r1_keep_in <= 0;
        reg_r1_data <= 0;
        reg_r1_last <= 0;
    end    
    else
    begin
        if (valid_insert & ready_insert) 
        begin
            reg_r1_keep_in <= keep_insert;
            reg_r1_data <= header_insert;
            reg_r1_last <= 0;
        end
        else if (valid_in & ready_in)
        begin
            reg_r1_keep_in <= keep_in;
            reg_r1_data <= data_in;
            reg_r1_last <= last_in;
        end
    end
end
assign ready_r1 =  ready_r2 & ~wire_enbale_p2s;
always @(posedge clk ) 
begin
    if (~rst_n)
    begin
        flag_p2s <= 0;
    end
    else if (ready_r1)
    begin
        flag_p2s <= valid_r1;
    end
    else
    begin
        flag_p2s <= 0;
    end
end
always @(posedge clk ) 
begin
    if (~rst_n) 
    begin
        reg_last_p2s <= 0;
        reg_data_p2s <= 0;
        reg_keep_in_p2s <= 0;
    end 
    else 
    begin
        if (valid_r1 & ready_r1) 
        begin
            reg_data_p2s <= reg_r1_data;
            reg_keep_in_p2s <= reg_r1_keep_in;
            if (reg_r1_last) 
            begin
                case (reg_r1_keep_in)
                    4'b1111: reg_last_p2s <= 4'b0001;
                    4'b1110: reg_last_p2s <= 4'b0010;
                    4'b1100: reg_last_p2s <= 4'b0100;
                    4'b1000: reg_last_p2s <= 4'b1000;
                endcase               
            end
        end
    end
end
always @(posedge clk ) 
begin
    flag_p2s_d1 <= flag_p2s;
    flag_p2s_d2 <= flag_p2s_d1;
    flag_p2s_d3 <= flag_p2s_d2;
end
assign wire_enbale_p2s = flag_p2s || flag_p2s_d1 || flag_p2s_d2 || flag_p2s_d3;
always @(posedge clk ) 
begin
    if (wire_enbale_p2s & ready_r2) 
    begin
        reg_keep_in_p2s <= reg_keep_in_p2s << 1;
        reg_data_p2s <= reg_data_p2s << 8;
        reg_last_p2s <= reg_last_p2s << 1;
        reg_data_r2 <= reg_data_p2s[DATA_WD-1:DATA_WD-8];
        valid_r2 <= reg_keep_in_p2s[3];
        last_r2 <= reg_last_p2s[3];
    end   
    else
    begin
        last_r2 <= 0;
        valid_r2 <= 0;
    end 
end
assign ready_r2 = ~valid_r3 || ready_r3;
always @(posedge clk ) 
begin
    if (~rst_n) 
    begin
        valid_r3 <= 0;
    end
    else if (ready_r2)
    begin
        valid_r3 <= flag_s2p;
    end
end
always @(posedge clk ) 
begin
    if (~rst_n) 
    begin
        cnt_s2p <= 0;
        flag_s2p <= 0;
    end 
    else 
    begin
        if (flag_s2p) 
        begin
            reg_data_r3 <= reg_data_s2p;           
            if (last_flag) 
            begin
                last_r3 <= 1;
                reg_keep_out_r3 <= reg_last_posion;
            end
            else
            begin
                last_r3 <= 0;
                reg_keep_out_r3 <= 0;
            end
        end
        if (valid_r2 & ready_r2) 
        begin               
            if (cnt_s2p == 3 || last_r2) 
            begin
                flag_s2p <= 1;
                cnt_s2p <= 0;     
                if (last_r2) 
                begin
                    last_flag <= 1;
                    reg_last_posion <= cnt_s2p;
                end
                else
                begin
                    last_flag <= 0;
                end          
            end 
            else 
            begin
                flag_s2p <= 0;
                cnt_s2p <= cnt_s2p + 1;
            end
            case (cnt_s2p)
                2'b00: reg_data_s2p[DATA_WD-1 :DATA_WD-8 ] <= reg_data_r2;
                2'b01: reg_data_s2p[DATA_WD-9 :DATA_WD-16] <= reg_data_r2;
                2'b10: reg_data_s2p[DATA_WD-17:DATA_WD-24] <= reg_data_r2;
                2'b11: reg_data_s2p[DATA_WD-25:DATA_WD-32] <= reg_data_r2;
            endcase 
        end
        else 
        begin
            flag_s2p <= 0;
        end
    end
end
assign ready_r3 = ~valid_out || ready_out;
always @(posedge clk ) 
begin
    if (~rst_n) 
    begin
        valid_out <= 0;
    end
    else if (ready_r3)
    begin
        valid_out <= valid_r3;
    end
end
always @(posedge clk ) 
begin
    if (~rst_n) 
    begin
        data_out <= 0;
        keep_out <= 0;
        last_out <= 0;
    end 
    else 
    begin
        if (valid_r3 & ready_r3) 
        begin            
            data_out <= reg_data_r3;
            if (last_r3)
            begin
                last_out <= 1;
                case (reg_last_posion)
                    0: keep_out <= 4'b1000;
                    1: keep_out <= 4'b1100;
                    2: keep_out <= 4'b1110;
                    3: keep_out <= 4'b1111;
                endcase
            end
            else
            begin
                last_out <= 0;
                keep_out <= 4'b1111;
            end
        end
    end
end
endmodule
==> design/flow/run.sh <==
#!/bin/bash
# OpenROAD 26Q1-2900-gdf79404cd8, Yosys 0.63+post, stock flow scripts
make -C /OpenROAD-flow-scripts/flow DESIGN_CONFIG=/design/flow/config.mk WORK_HOME=/design/flow/orfs finish
==> design/flow/config.mk <==
export PLATFORM = sky130hd
export DESIGN_NAME = axi_stream_insert_header
export DESIGN_NICKNAME = axi_stream_insert_header
export VERILOG_FILES = /design/flow/design.v
export SDC_FILE = /design/flow/constraint.sdc
export NUM_CORES = 4
export LEC_CHECK = 1
export CORE_AREA = 10 10 70 70
export DIE_AREA = 0 0 80 80
==> design/flow/constraint.sdc <==
current_design axi_stream_insert_header

set clk_period 2.0
set clk_io_pct 0.2

create_clock -name clk0 -period $clk_period [get_ports {clk}]

set non_clock_inputs [all_inputs -no_clocks]
set_input_delay [expr $clk_period * $clk_io_pct] -clock clk0 $non_clock_inputs
set_output_delay [expr $clk_period * $clk_io_pct] -clock clk0 [all_outputs]
==> flow_metrics.py <==
# Auto-generated metrics
metrics = {
    "setup_path": {
        "crit_fanout": 3,
        "r2r-start": "flag_p2s_d2",
        "path_depth": 3,
        "worstSetupStartpointType": "flop",
        "crit_end": "ready_in",
        "r2r_end": "flag",
        "cp.arrival_ns": 1.20,
        "crit_type": "reg2out",
        "endpoint_kind": "output pin",
        "cp_slowest_cell": "o41ai_4",
        "crit_start": "flag_p2s_d2",
        "slowest_delay_ns": 0.37,
        "critPathBufInv": 1,
        "reg2reg_depth": 4,
        "cp.required_ns": 1.60,
        "crit_family": "AND-OR/OR-AND gates",
        "crit_path_cell_trace": "o41ai_4 > nor2b_1 > dlymetal6s2s_1",
        "r2r_slack_ns": 0.80,
    },
    "placed_design": {
        "dpl.cell_count": 106,
        "routabilityCongestion": 0.659,
        "io_buffers": 6,
        "post-place-ws_ns": 0.205,
    },
    "final_timing": {
        "rsz0062_at_grt": "false",
        "final_max_slew_viol_count": 0,
        "setup_viol": 0,
        "fin_ws_ns": 0.401,
        "whs_ns": 0.392,
        "hold_viol": 0,
        "tns_ns": 0,
        "finClkSkew_ns": 0.00438,
        "fmax_mhz": 625,
        "period_minus_slack_ns": 1.60,
        "timing.final.crit_share_pct": 80.0,
    },
    "drt": {
        "routed_wl_um": 915,
        "drt-pass1-iter-count": 4,
        "drt_iter0_drc": 8,
        "antenna_left": 0,
        "via_count": 268,
        "drc": 0,
        "wl_per_cell_um": 8.24,
        "via_per_inst": 2.41,
        "antenna-diode-count": 0,
    },
    "global_route": {
        "grt_pass1_wl_um": 1390,
        "overflow": 0,
        "grt_max_degree": 6,
        "grt_usage_pct": 2.57,
        "grt_pass1_vias": 336,
        "antenna_found_initial": 0,
    },
    "synthesis": {
        "top_area_cell": "buf_4",
        "ys_ff": 6,
        "synth_cells": 55,
        "synth.top_cell.area_share_pct": 57.4,
        "post_synth.cell_area_avg_sq_um": 9.03,
        "topCellsByArea": "buf_4 57%, dfxtp_1 24%, o41ai_4 5.5%",
        "ys_area_sq_um": 497,
        "syn-cell-area_sq_um": 497,
        "yosys_warnings": 81,
        "yosysUniqueCellTypes": 12,
        "ys_seq_share_pct": 24.2,
        "ys_cells": 55,
    },
    "die": {
        "dieWidth_um": 80,
        "dieArea_sq_mm": 0.00640,
        "fp.dieH_um": 80,
        "num_io_pins": 118,
        "core_sq_mm": 0.00342,
        "row_count": 21,
        "fp-utilization_pct": 14.5,
    },
    "flow_run": {
        "tool_warnings": 98,
        "max_cap_viol_count": 0,
    },
    "clock_tree": {
        "clk_path_buf_depth": 2,
        "cts.htree.levels": 1,
        "hold_buffers": 0,
        "clk_pin_slew_ns": 0.04,
        "cts.sinks": 6,
        "clockRootBuffer": "clkbuf_4",
        "worstSkewPairLatency_ns": 0.24,
        "numCtsBuffers": 3,
        "tritoncts": "built",
    },
    "status": {
        "outcome": "complete, no violations",
    },
    "finish": {
        "drive_gt1_share_pct": 10.8,
        "syn2layout_area_growth_pct": 3.02,
        "instances_no_fill": 111,
    },
    "power": {
        "vdd_drop_max_mv": 0.143,
        "cellLeakagePower_nw": 0.280,
        "finalPower_w": 0.000292,
        "pwr_density_cell_mw_per_mm2": 570,
    },
    "min_path": {
        "min_path_type": "reg2reg",
    },
}
==> flip-flops by register name, summed over array words and instances (netlist names) <==
name	flops
flag_p2s_d1	1
flag	1
valid_r1	1
flag_p2s	1
flag_p2s_d2	1
flag_p2s_d3	1
==> stage by stage <==
step                util (%)  area (sq um)
detailed placement      13.7           468
global placement        13.7           468
floorplan                  -           636
global route            15.0           512
CTS                     14.8           507
finish                  15.0           512
==> metal layers <==
metal | up-vias | wire length, um | global-route usage, %
met2 | 28 | 419 | 3.61
met3 | 2 | 98 | 1.82
met5 | - | 0 | 0
li1 | 121 | - | -
met4 | 0 | 14 | 0.880
met1 | 117 | 382 | 2.99
==> cell families (layout without fill, tap and decap cells) <==
family          after synthesis  count (layout)  synth area share, %
compound gates                4               4                 9.32
buf+inv                      38              11                 57.4
mux                           1               1                 2.02
simple gates                  5               5                 6.30
other cells                   1              38                0.755
flops                         6               6                 24.2
==> cells in the final DEF, fill, tap and decap left out <==
master | netlist | final
conb_1 | 1 | 38
dfxtp_1 | 6 | 5
clkdlybuf4s50_1 | 0 | 4
clkbuf_4 | 0 | 3
and3_1 | 2 | 2
dlymetal6s2s_1 | 0 | 2
buf_4 | 38 | 2
o41ai_4 | 1 | 1
nor2b_1 | 1 | 1
and2_1 | 1 | 1
a31oi_1 | 1 | 1
o21ai_1 | 1 | 1
mux2i_1 | 1 | 1
a21boi_0 | 1 | 1
nor4_1 | 1 | 1
dfxtp_2 | 0 | 1
==> Yosys cell counts (all sizes together) <==
cell / count
a21boi: 1
a31oi: 1
and2: 1
and3: 2
buf: 38
conb: 1
dfxtp: 6
mux2i: 1
nor2b: 1
nor4: 1
o21ai: 1
o41ai: 1
==> layout make-up <==
class	instances	area (sq um)
sequential	6	121
clock buffer	3	22.5
multi-input combinational	48	230
tap	46	57.6
timing repair buffer	8	80.1
fill	411	2900
==> power by group <==
group / internal, W / leakage (nW) / total, W / switching (W)
clock: 0.0000676 / 0.0138 / 0.000107 / 0.0000396
combinational: 0.0000291 / 0.216 / 0.0000439 / 0.0000148
sequential: 0.000130 / 0.0498 / 0.000141 / 0.0000103
total: 0.000227 / 0.280 / 0.000292 / 0.0000647
==> worst min path at each step <==
stage / cells after the start / slack (ns) / end / start
6_report: 0 / 0.39 / flag_p2s_d1 / flag_p2s
5_1_grt: 0 / 0.40 / flag_p2s_d1 / flag_p2s
4_1_cts: 0 / 0.39 / flag_p2s_d2 / flag_p2s_d1
==> repair_timing <==
action,4_1_cts,5_1_grt
gates resized,1,2
buffers inserted,2,0
setup endpoints to repair,2,2
pin swaps,1,2
No activity file was given, so power comes from the tool's default toggle rates.
